## /design/flow/config.mk

```make
export PLATFORM = sky130hd
export DESIGN_NAME = slave_ahbyt
export DESIGN_NICKNAME = slave_ahbyt
export VERILOG_FILES = /design/flow/design.v
export SDC_FILE = /design/flow/constraint.sdc
export NUM_CORES = 4
export LEC_CHECK = 1
export CORE_UTILIZATION = 50
export SYNTH_HDL_FRONTEND = slang
```

## /design/flow/constraint.sdc

```tcl
current_design slave_ahbyt

set clk_period 3.6
set clk_io_pct 0.2

create_clock -name clk0 -period $clk_period [get_ports {HCLK}]

set non_clock_inputs [all_inputs -no_clocks]
set_input_delay [expr $clk_period * $clk_io_pct] -clock clk0 $non_clock_inputs
set_output_delay [expr $clk_period * $clk_io_pct] -clock clk0 [all_outputs]
```

## /design/flow/design.v

```verilog
interface ahb_if(input logic HCLK, input logic HRESET);
    logic [31:0] HADDR;
    logic        HWRITE;
    logic [2:0]  HSIZE;
    logic [31:0] HWDATA;
    logic [2:0]  HBURST;
    logic [1:0]  HTRANS;
    logic        HREADY;
    logic        HRESP;
    logic [31:0] HRDATA;
    clocking cb @(posedge HCLK);
        input HRESET;
        input HADDR;
        input HWRITE;
        input HSIZE;
        input HWDATA;
        input HBURST;
        input HTRANS;
        input HREADY;
        input HRESP;
        input HRDATA;
    endclocking
    property p_nonseq_firstbeat;
        @(posedge HCLK) disable iff(HRESET)
            (HTRANS == 2'b10) |-> (HWRITE || !HWRITE);
    endproperty
    assert property(p_nonseq_firstbeat)
        else $error("ERROR: First beat must be NONSEQ!");
    property p_burst_seq;
        @(posedge HCLK) disable iff(HRESET)
            (HBURST == 3'b011 && HTRANS == 2'b10 && HREADY) |=> (HTRANS == 2'b11);
    endproperty
    assert property(p_burst_seq)
        else $error("ERROR: Burst beats must be SEQ!");
    property p_single_no_seq;
        @(posedge HCLK) disable iff(HRESET)
            (HBURST == 3'b000) |-> (HTRANS != 2'b11);
    endproperty
    assert property(p_single_no_seq)
        else $error("ERROR: SINGLE transfer is using SEQ!");
    property p_hsize_word;
        @(posedge HCLK) disable iff(HRESET)
            1 |-> (HSIZE == 3'b010);
    endproperty
    assert property(p_hsize_word)
        else $error("ERROR: HSIZE is not 4-byte word!");
    property p_slave_ready;
        @(posedge HCLK) disable iff(HRESET)
            HREADY == 1;
    endproperty
    assert property(p_slave_ready)
        else $error("ERROR: Slave inserted wait state (HREADY != 1)!");
    property p_valid_write;
        @(posedge HCLK) disable iff(HRESET)
            (HTRANS inside {2'b10,2'b11}) && HWRITE |-> HREADY;
    endproperty
    assert property(p_valid_write)
        else $error("ERROR: Invalid write transfer!");
    property p_data_echo;
        @(posedge HCLK) disable iff(HRESET)
            (HWRITE && HREADY && HTRANS inside {2'b10,2'b11}) |=> (HRDATA == HWDATA);
    endproperty
    assert property(p_data_echo)
        else $error("ERROR: HRDATA does not match written HWDATA!");
endinterface
`timescale 1ns/1ps
module master_ahb(
  input  logic        clk_master,
  input  logic        rst_master,
  input  logic        HREADY,          
  input  logic [31:0] HRDATA,          
  input  logic [31:0] data_top,
  input  logic        write_top,       
  input  logic [3:0]  beat_length,     
  input  logic        enb,             
  input  logic [31:0] addr_top,
  input  logic        wrap_enb,        
  output logic [31:0] HADDR,
  output logic        HWRITE,
  output logic [2:0]  HSIZE,
  output logic [31:0] HWDATA,
  output logic [2:0]  HBURST,
  output logic [1:0]  HTRANS,
  output logic fifo_empty,
  output logic fifo_full
);
  typedef enum logic [2:0] {
    S_IDLE                = 3'b000,
    S_WRITE_ADDR          = 3'b001,
    S_WRITE_DATA          = 3'b010
  } state_t;
  state_t present_state, next_state;
  logic [31:0] addr_internal;
  logic [3:0]  count;         
  logic [3:0]  wr_ptr;
  logic [3:0]  rd_ptr;
  localparam int MEM_DEPTH = 15;
  logic [31:0] mem [0:MEM_DEPTH-1];
  logic next_HWRITE;
  logic [2:0] next_HSIZE;                
  logic [31:0] next_HWDATA;
  logic [2:0] next_HBURST;
  logic [1:0] next_HTRANS;
  logic [4:0] fifo_count;  
  assign fifo_empty = (fifo_count == 0);
  assign fifo_full  = (fifo_count >= MEM_DEPTH-1);  
  always_ff @(posedge clk_master or posedge rst_master) begin
    if (rst_master) begin
      wr_ptr        <= 4'd0;
      rd_ptr        <= 4'd0;
      addr_internal <= 32'h0;
      count         <= 4'd0;
      present_state <= S_IDLE;
      HWRITE        <= 1'b0;
      HSIZE         <= 3'b010;
      HWDATA        <= 32'h0;
      HBURST        <= 3'b000;
      HTRANS        <= 2'b00;
      fifo_count    <= 5'd0;
      for (int i = 0; i < MEM_DEPTH; i = i + 1) mem[i] <= 32'h0;
    end else begin
      if (write_top && (fifo_count < MEM_DEPTH)) begin
        mem[wr_ptr] <= data_top;
        wr_ptr <= wr_ptr + 1'b1;
        fifo_count <= fifo_count + 1'b1;
      end
      present_state <= next_state;
      HWRITE <= next_HWRITE;
      HSIZE  <= next_HSIZE;
      HWDATA <= next_HWDATA;
      HBURST <= next_HBURST;
      HTRANS <= next_HTRANS;
      if (present_state == S_IDLE && next_state == S_WRITE_ADDR) begin
        addr_internal <= addr_top;
        count <= 4'd0;
      end
      if (present_state == S_WRITE_DATA && HREADY) begin
        if (HBURST == 3'b011) begin  
          if (fifo_count > 0) begin
            rd_ptr <= rd_ptr + 1'b1;
            fifo_count <= fifo_count - 1'b1;
          end
          count <= count + 1'b1;
          if (!wrap_enb) begin
            addr_internal <= addr_internal + 32'h4;
          end else begin
            logic [3:0] low_nibble = addr_internal[3:0];
            if (low_nibble == 4'hC)  
              addr_internal <= addr_internal - 32'hC;  
            else
              addr_internal <= addr_internal + 32'h4;
          end
        end else if (HBURST == 3'b000) begin  
          count <= 4'd0;  
        end
      end
    end
  end
  always_comb begin
    next_state    = present_state;
    next_HWRITE   = 1'b0;
    next_HSIZE    = 3'b010;
    next_HWDATA   = 32'h0;                 
    next_HBURST   = 3'b000;
    next_HTRANS   = 2'b00;
    case (present_state)
      S_IDLE: begin
        if (enb && HREADY && (fifo_count > 0)) begin
          if (beat_length == 1 && !wrap_enb) begin
            next_HWRITE = 1'b1;
            next_HBURST = 3'b000;  
            next_state = S_WRITE_ADDR;
          end else if (beat_length == 4) begin
            next_HWRITE = 1'b1;
            next_HBURST = 3'b011;  
            next_state = S_WRITE_ADDR;
          end
        end
      end
      S_WRITE_ADDR: begin
        next_HWRITE = 1'b1;
        next_HSIZE  = 3'b010;   
        next_HTRANS = 2'b10;    
        next_state = S_WRITE_DATA;
      end
      S_WRITE_DATA: begin
        next_HWRITE = 1'b1;
        next_HSIZE  = 3'b010;
        if (HBURST == 3'b000) begin
          if (fifo_count > 0)
            next_HWDATA = mem[rd_ptr];   
          else
            next_HWDATA = data_top;
          next_HTRANS = 2'b10;
          if (HREADY) next_state = S_IDLE;
        end
        else if (HBURST == 3'b011) begin
          if (fifo_count > 0) begin
            next_HWDATA = mem[rd_ptr];
          end else begin
            next_HWDATA = 32'h0;  
          end
          next_HTRANS = 2'b11;  
          if ((count == 4'd3) && HREADY) next_state = S_IDLE;
        end
      end
      default: next_state = S_IDLE;
    endcase
  end
  assign HADDR = addr_internal;
endmodule
module slave_ahbyt(
  input  logic        HCLK,
  input  logic        HRESET,
  input  logic [31:0] HADDR,
  input  logic        HWRITE,
  input  logic [2:0]  HSIZE,
  input  logic [2:0]  HBURST,
  input  logic [1:0]  HTRANS,
  input  logic [31:0] HWDATA,
  output logic        HREADY,
  output logic        HRESP,
  output logic [31:0] HRDATA
);
  typedef enum logic [1:0] {
    SL_IDLE   = 2'b00,
    SL_SAMPLE = 2'b01,
    SL_WRITE  = 2'b10
  } sl_state_t;
  sl_state_t ps, ns;
  logic [1:0]  sampled_HTRANS;
  logic        sampled_HWRITE;
  logic [31:0] sampled_HADDR;
  logic [31:0] sampled_HWDATA;
  logic next_HREADY, next_HRESP;
  always_ff @(posedge HCLK or posedge HRESET) begin
    if (HRESET) begin
      ps <= SL_IDLE;
      sampled_HTRANS <= 2'b00;
      sampled_HWRITE <= 1'b0;
      sampled_HADDR  <= 32'h0;
      sampled_HWDATA <= 32'h0;
      HREADY <= 1'b1;
      HRESP  <= 1'b0;
      HRDATA <= 32'h0;
    end else begin
      ps <= ns;
      sampled_HTRANS <= HTRANS;
      sampled_HWRITE <= HWRITE;
      sampled_HADDR  <= HADDR;
      sampled_HWDATA <= HWDATA;
      HREADY <= next_HREADY;
      HRESP  <= next_HRESP;
      if (ns == SL_WRITE)
        HRDATA <= sampled_HWDATA;
    end
  end
  always_comb begin
    ns = ps;
    next_HREADY = 1;
    next_HRESP  = 0;
    case (ps)
      SL_IDLE: begin
        ns = SL_SAMPLE;
      end
      SL_SAMPLE: begin
        if ((HTRANS == 2'b10 || HTRANS == 2'b11) &&
            (HWRITE == 1'b1)) begin
          ns = SL_WRITE;
        end
      end
      SL_WRITE: begin
        ns = SL_SAMPLE;
      end
    endcase
  end
endmodule
```

## /design/flow/run.sh

```bash
#!/bin/bash
# OpenROAD 26Q1-2900-gdf79404cd8, Yosys 0.63+post, stock flow scripts
make -C /OpenROAD-flow-scripts/flow DESIGN_CONFIG=/design/flow/config.mk WORK_HOME=/design/flow/orfs finish
```

==> reports/metrics.cfg <==
[detailed_routing]
detailedRoute.firstPassIterationCount=5
antenna_left=0
diodes=0
route.detailed.drc=0
dr_total_vias=1144
first_iter_violations=55
detail_route.vias_per_cell=4.69
wire_per_inst_um=14.2
detail_route.wirelength_mm=3.47

[worst_hold_path]
hp-class=reg2reg
hold_path_end=HRDATA[6]
worstHoldStart=sampled_HWDATA[6]
hold_path_depth=1

[clock_network]
insertion_delay_ns=0.33
h-tree-depth=3
clkSinkCount=67
cts_made_buffers=9
post-cts-setup-buffers=0
clockRootBuffer=sky130_fd_sc_hd__clkbuf_8
cts_buffer_depth=2
cts-hold-fix-buffers=0
cts_tree=yes
cts_resized=0
clk_pin_slew_worst_paths_ns=0.07

[worst_setup_path]
critical_path.reg2reg.endpoint=HRDATA[29]
worst-endpoint-arrival_ns=2.37
worstSetupPathType=in2reg
startpoint_type=primary input
critical_path.endpoint_type=flop
worst-endpoint-required_ns=3.81
setup_slack_of_the_worst_register_to_register_path_ns=1.84
r2r.worst_path.cells=4
critical_path_peak_fanout=17
timing.rr.start=ps[0]

[global_route]
grt_max_degree=68
top_usage_layer=met1
first_global_vias=1227
grt_first_pass_wirelength_mm=6.00
globalRouteOverflowTotal=0
use_met3_pct=6.23
grtUsageMet2_pct=24.3
grt_util_met1_pct=28.2
grt.total_usage_pct=17.0
number_of_antenna_violations_at_the_first_check_in_global_routing=0

[timing]
pins_over_slew_limit=0
timing.final.crit_period_ns=2.16
timing.max_slew.rel_slack_pct=47.7
max_freq_ghz=0.463
rsz0062_at_grt=false
timing_hold_violations_final=0
final-setup-viol-count=0
period_used_pct=60.0
max_slew.worst_pin.slew_ns=0.785
hold_slack_ns=0.477
finalSetupTns_ns=0
clock_skew_ns=0.00568

[floorplanning]
die_width_um=69.1
design.core.area_sq_mm=0.00432
initial_utilization_pct=52.0
placement_rows=24
die_height_um=69.1
dieArea_sq_mm=0.00477
floorplan.io_pins=109

[logic_synthesis]
syn_area_sq_mm=0.00225
synth.distinct_cells=12
postSynthCellCount=111
synth-area-yosys_sq_mm=0.00225
syn-mean-instance-area_sq_um=20.3
synth-seq-cells=67
synth_sequential_area_ratio_pct=74.6
synth.yosys.warnings=0
yosys_cells=111

[power_and_ir_drop]
combinationalPowerShare_pct=17.7
seq_power_share_pct=48.6
cellInternalPower_mw=1.51
switchingPower_mw=0.367
worst_ir_drop_vdd_uv=392
power.leakage_nw=1.48
power_density_mw_per_mm2=591
swShare_pct=19.6
power.clock.fraction_pct=33.7

[placement]
globalplace.congestion=0.751
dpl.hpwl_mm=2.21
port_buffers=67

[job]
stage_log_warnings=65
cap_violations=0

[final_layout]
fillerInstances=289
synthToLayoutAreaGrowth_pct=40.8
layout-drive-gt1-share_pct=28.1

[run_status]
run_status=complete, no violations

## metal layers
metal / vias up / wire [um]
li1: 516 / -
met3: 5 / 241
met1: 576 / 1530
met4: 0 / 54
met5: - / 0
met2: 47 / 1650
## worst max-delay path: stages
cell                              delay, ns
sky130_fd_sc_hd__clkdlybuf4s50_1       0.55
sky130_fd_sc_hd__nand4_4               0.38
sky130_fd_sc_hd__buf_4                 0.39
sky130_fd_sc_hd__mux2_4                0.32
## registers in the layout, summed over array words and instances (netlist names)
register / count
HRDATA: 32
ps: 3
sampled_HWDATA: 32
## synthesized netlist by cell type (all sizes together)
master / number / area share (%)
and3: 1 / 0.28
buf: 5 / 2.2
conb: 2 / 0.33
dfrtp: 66 / 73
dfstp: 1 / 1.2
inv: 1 / 0.17
mux2: 32 / 21
nand3: 1 / 0.22
nand4: 1 / 0.95
nor2: 1 / 0.28
## worst max-delay path by stage
stage / startpoint / to / slack (ns) / cells after the start
CTS: HWRITE / HRDATA[28] / 1.43 / 4
global route: HWRITE / HRDATA[29] / 1.37 / 4
finish: HWRITE / HRDATA[29] / 1.44 / 4
## cells in the final DEF, fill, tap and decap left out, types with 2 or more instances in the layout
| master | n |
|---|---|
| sky130_fd_sc_hd__conb_1 | 3 |
| sky130_fd_sc_hd__clkinv_2 | 2 |
| sky130_fd_sc_hd__clkdlybuf4s50_1 | 67 |
| sky130_fd_sc_hd__clkbuf_8 | 12 |
| sky130_fd_sc_hd__buf_4 | 2 |
| sky130_fd_sc_hd__mux2_2 | 2 |
| sky130_fd_sc_hd__mux2_4 | 30 |
| sky130_fd_sc_hd__dfrtp_1 | 66 |
## final cells by class
cell class                      instances  area (sq um)  area share [%]
Timing Repair Buffer                   69           686            21.6
Tap cell                               52          65.1            2.05
Clock inverter                          4          47.5            1.50
Inverter                                1          3.75           0.118
Multi-Input combinational cell         39           523            16.5
Sequential cell                        67          1680            53.0
Clock buffer                           12           165            5.21
## power by group through the flow
stage	registers [mW]	clock network (mW)	logic, mW
after CTS	0.911	0.652	0.338
after global routing	0.923	0.681	0.358
final	0.910	0.631	0.332
## stage by stage
step                util (%)  cell area, sq um  power [mW]  std cells  setup slack, ns
global route            73.3              3170        1.96        244             1.37
global placement        68.3              2960        1.25        228             1.12
CTS                     73.3              3170        1.90        244             1.43
detailed placement      68.3              2960        1.26        228             1.09
floorplan                  -              2250        1.03        112             1.20
finish                  73.3              3170        1.87        244             1.44
## logic make-up after synthesis
family / Yosys count / synth area share (%)
flops: 67 / 74.6
mux: 32 / 21.0
buf+inv: 6 / 2.34
simple gates: 4 / 1.72
other cells: 2 / 0.334
Power is estimated from default activity; no workload was simulated.
